==> design/flow/design.v <==
module REG(clk, RegWrite, ReadAddr1, ReadAddr2, WriteAddr, ReadData1, ReadData2, WriteData, output0, output1);
parameter DELAY_T = 10;  
parameter MIPS_REG_ADDR_W_m1 = 0;  
parameter MIPS_REG_DATA_W_m1 = 7;  
parameter MIPS_REG_NUM_m1 = 1;  
input clk, RegWrite;
input [MIPS_REG_ADDR_W_m1:0] ReadAddr1, ReadAddr2, WriteAddr;  
input [MIPS_REG_DATA_W_m1:0] WriteData;  
output [MIPS_REG_DATA_W_m1:0] ReadData1, ReadData2;
output [MIPS_REG_DATA_W_m1:0] output0, output1;
reg [MIPS_REG_DATA_W_m1:0] regs [0:MIPS_REG_NUM_m1];
integer i;
initial      
  begin
  for (i=0; i <= MIPS_REG_NUM_m1; i = i + 1)
    regs[i] = 0;
  end
always @(posedge clk) begin
  if (RegWrite == 1'b1)
    begin
    #DELAY_T 
    regs[WriteAddr] = WriteData;
    end
end
assign ReadData1 = regs[ReadAddr1];
assign ReadData2 = regs[ReadAddr2];
assign output0   = regs[0];
assign output1   = regs[1];
endmodule
==> design/flow/run.sh <==
#!/bin/bash
# OpenROAD 26Q1-2900-gdf79404cd8, Yosys 0.63+post, stock flow scripts
make -C /OpenROAD-flow-scripts/flow DESIGN_CONFIG=/design/flow/config.mk WORK_HOME=/design/flow/orfs finish
==> design/flow/config.mk <==
export PLATFORM = sky130hd
export DESIGN_NAME = REG
export DESIGN_NICKNAME = REG
export VERILOG_FILES = /design/flow/design.v
export SDC_FILE = /design/flow/constraint.sdc
export NUM_CORES = 4
export LEC_CHECK = 1
export CORE_AREA = 10 10 93 93
export DIE_AREA = 0 0 103 103
==> design/flow/constraint.sdc <==
current_design REG

set clk_period 1.2
set clk_io_pct 0.2

create_clock -name clk0 -period $clk_period [get_ports {clk}]

set non_clock_inputs [all_inputs -no_clocks]
set_input_delay [expr $clk_period * $clk_io_pct] -clock clk0 $non_clock_inputs
set_output_delay [expr $clk_period * $clk_io_pct] -clock clk0 [all_outputs]
==> results.yml <==
# synthesis and place-and-route metrics
run_status:
  status: "finished with violations"
  violations: "setup timing"
power_and_ir_drop:
  total_power_mw: 1.487
  peakVddDrop_v: 0.0004773
  leakage_nw: 0.7436
  power_density_mw_per_mm2: 912.5
clock_tree:
  ctsHoldBuffers: 0
  cts_tree: "yes"
  cts.htree.levels: 1
  cts_buffer_depth: 2
  clk_pin_slew_ns: 0.06
  clock_sinks: 16
  cts_root_buf: "clkbuf_8"
  numCtsBuffers: 3
logic_synthesis:
  synth.cell_area_um2: 755.7
  syn_area_per_cell_um2: 20.99
  yosys_warnings: 1
  synth.cellmix.compoundShare: 0
  ys_cells: 36
  synth-seq-area-share: 0.6358
  top_cell_area_share: 0.6358
  synthTopCellsByArea: "edfxtp_1 64%, mux2_4 32%, buf_6 3.0%"
  synth-seq-cells: 16
  synth.distinct_cells: 5
  synthMuxAreaShare: 0.3179
  yosys_area_um2: 755.7
  synthTopLogicFamily: "multiplexers"
  ys_sh_adder: 0
  simple_gate_area_frac: 0.01656
  syn-instance-count: 36
  xor_area_frac: 0
  synth_top_cell_by_area: "edfxtp_1"
layout:
  lay_top_cells: "28 x buf_4, 27 x buf_6, 19 x buf_2"
  synthToLayoutAreaGrowth_pct: 115.6
  drive_gt1_frac: 0.7742
  stdcell_count: 204
  utilization: 0.2411
  largest_reg_flops: 16
  lay_top_count: "buf_4"
  postLayoutCellArea_mm2: 0.001629
timing:
  rsz0062_at_grt: "true"
  slew_viol_final: 0
  max_slew.worst_pin.slew_ns: 0.1551
  max_clock_freq_ghz: 0.7043
  finalCriticalPeriod_ns: 1.420
  finalSetupViolCount: 21
  timing.final.ws_setup_ns: -0.2198
  slew_headroom: 0.8966
  hold_violations: 0
  hold_ws_ns: 0.5790
  finalCritPeriodShare: 1.183
detailed_routing:
  drtAntennaViolNets: 0
  firstDrtPassIters: 3
  antenna_cells: 0
  via_per_inst: 3.078
  routed_wl_um: 2519
  num_vias: 628
  wire_per_inst_um: 12.35
  drc: 0
  first_iter_violations: 21
placed_design:
  placed_area_mm2: 0.001449
  gp_congestion: 0.7688
  dp_cells: 178
  io_buffers: 44
global_route:
  grt_pass1_vias: 688
  grt-ovfl-total: 0
  grt_max_degree: 9
  grt_pass1_wl_um: 3670
  antenna_found_initial: 0
  grt_util_all_layers: 0.04471
worst_hold_path:
  hp-class: "primary input to register"
  hold_end: "regs[0][3]"
  min_from: "WriteData[3]"
  min_delay_path_depth: 1
worst_setup_path:
  slowest_delay_ns: 0.42
  end_kind: "output pin"
  cp_cell_sequence: "buf_4 -> mux2_4 -> buf_2"
  critPathKind: "register to output pin"
  cp_data_required_time_ns: 0.96
  slowest_stage: "edfxtp_1"
  arrival_ns: 1.18
  critPathBufInv: 2
  critical_path.top_delay_family: "flip-flops"
  cp_max_fo: 3
  start_kind: "register"
die:
  fp-row-count: 30
  fp_util: 0.1119
  ios: 45
  die_w_um: 103
  design.core.area_mm2: 0.006756
  die-height_um: 103
  dieArea_mm2: 0.01061
flow_run:
  warning_count: 27
  maxCapViolCount: 0
worst max path at each step:
stage / startpoint / endpoint / depth (start not counted)
final: regs[0][3] / ReadData1[3] / 3
after global routing: regs[0][3] / ReadData1[3] / 3
after CTS: regs[0][3] / ReadData1[3] / 3
Yosys cell counts:
master    count
nor2b_1       1
edfxtp_1     16
mux2_4       16
and2_1        1
buf_6         2
metal layers:
layer  up-vias  global-route usage  wire [um]
met5         -                   0          0
met4         0            0.004278          0
met3         0             0.01354        136
met2        13             0.08484       1461
met1       300             0.04907        920
li1        315                   -          -
through the flow:
| stage | worst slack [ns] | TNS, ns |
|---|---|---|
| after global routing | -0.2741 | -3.456 |
| after detailed placement | -0.6753 | -12.45 |
| after CTS | -0.2323 | -2.638 |
| after global placement | -0.6824 | -12.49 |
| after floorplan | 0.1666 | 0 |
| final | -0.2198 | -2.590 |
logic make-up (layout without fill, tap and decap cells):
logic type | Yosys count | in the layout
simple gates | 2 | 2
buf+inv | 2 | 90
mux | 16 | 16
flops | 16 | 16
timing repair:
action	in CTS	in global routing
endpoints found under the setup margin	32	24
cloned	0	0
resized	120	14
pin swaps	0	0
setup buffers	28	4
final cells by class:
| type | count | area, um^2 |
|---|---|---|
| tap | 80 | 100.1 |
| sequential | 16 | 480.5 |
| fill | 718 | 5127 |
| multi-input combinational | 18 | 252.7 |
| clock buffer | 3 | 41.29 |
| timing repair buffer | 87 | 754.5 |
power breakdown:
group	internal (mW)	leakage (nW)	total [mW]	switching [mW]
clock	0.221	0.0216	0.374	0.153
combinational	0.320	0.572	0.423	0.103
sequential	0.660	0.150	0.689	0.0295
total	1.20	0.744	1.49	0.286
Power figures rest on the tool's default switching activity, not on a simulated workload.
